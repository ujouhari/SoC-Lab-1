--- ./config.mk ---
export PLATFORM = sky130hd
export DESIGN_NAME = tickgen
export DESIGN_NICKNAME = tickgen
export VERILOG_FILES = /design/flow/design.v
export SDC_FILE = /design/flow/constraint.sdc
export NUM_CORES = 4
export LEC_CHECK = 1
export CORE_AREA = 10 10 99 99
export DIE_AREA = 0 0 109 109
--- ./run.sh ---
#!/bin/bash
# OpenROAD 26Q1-2900-gdf79404cd8, Yosys 0.63+post, stock flow scripts
make -C /OpenROAD-flow-scripts/flow DESIGN_CONFIG=/design/flow/config.mk WORK_HOME=/design/flow/orfs finish
--- ./design.v ---
`timescale 1ns / 1ns
module tickgen(clk,rstb,tick);
input clk;
input rstb;
output tick;
reg [18:0] counter;
wire tick;
assign tick = (counter == 499_999);
always @(posedge clk, negedge rstb)
if 	  (!rstb) counter <= 18'b0;
else if (tick)  counter <= 18'b0;
else				 counter <= counter +1;
endmodule
--- ./constraint.sdc ---
current_design tickgen

set clk_period 4.7
set clk_io_pct 0.2

create_clock -name clk0 -period $clk_period [get_ports {clk}]

set non_clock_inputs [all_inputs -no_clocks]
set_input_delay [expr $clk_period * $clk_io_pct] -clock clk0 $non_clock_inputs
set_output_delay [expr $clk_period * $clk_io_pct] -clock clk0 [all_outputs]
==> out/README.md <==
| Group | Item | Reported |
|:---|:---|:---|
| clock network | Setup repair bufs after CTS | 0 |
| yosys | Post-synthesis cell count from yosys | 85 |
| routing | Uppermost layer routed | met4 |
| worst setup path | Crit start category | flop |
| routing | DRC violation count after routing | 0 |
| floorplan | Starting utilization of the core area | 0.1187 |
| cells and area | Most common cell after layout, fill and taps aside | sky130_fd_sc_hd__dfrtp_1 |
| global routing | Total GRT Usage | 0.02942 |
| cells and area | Most frequently placed logic cells in the final layout | sky130_fd_sc_hd__dfrtp_1 (19), sky130_fd_sc_hd__xnor2_1 (9), sky130_fd_sc_hd__nand2_1 (8), sky130_fd_sc_hd__nor2_1 (7) |
| floorplan | Site row count | 32 |
| power and ir drop | Maximum VDD drop | 0.1039 mV |
| clock network | Clock buffer count from CTS | 3 |
| routing | Violation count after the first detailed-routing iteration | 20 |
| worst hold path | Worst min path class | flop to flop |
| cells and area | Area growth from synthesis to final layout | 22.10% |
| sta | RSZ-0062 raised after global routing | false |
| place | Count of placed standard cells including taps | 190 |
| routing | Router iterations before antenna repair | 4 |
| clock network | Hold-fix buffers, CTS | 0 |
| power and ir drop | Leakage power total | 0.4431 nW |
| yosys | Post-synthesis cell count | 85 |
| run | Max cap viols | 0 |
| clock network | Clock insertion delay at the later pin of the skew report | 0.25 ns |
| cells and area | Flip-flop count of the largest register after layout | 19 |
| sta | Final number of max-transition violations | 0 |
| worst setup path | Endpoint of the lowest-slack register-to-register path | counter[16] |
| sta | Shortest clock period the worst path allows after layout | 3.134 ns |
| worst setup path | Worst setup path startpoint | counter[0] |
| routing | Met2 wirelength from detailed routing | 651 um |
| routing | Routed metal-1 wirelength | 850 um |
| global routing | Antenna violations before repair | 0 |
| routing | Routed len/inst | 8.381 um |
| clock network | CTS H-tree depth | 1 |
| sta | Final setup violating endpoints | 0 |
| yosys | Post-Synthesis Mean Instance Area | 10.79 um^2 |
| worst setup path | Setup slack, reg-to-reg | 3.02 ns |
| worst setup path | Worst setup path category | flop to primary output |
| sta | Total count of hold-check failures in the final report | 0 |
| global routing | Global-route wire length before repair | 2856 um |
| yosys | Count of distinct cell types in the synthesized netlist | 28 |
| place | Detail Placement HPWL | 1188 um |
| place | Count of port buffers added during placement | 2 |
| clock network | Clock Tree Root | sky130_fd_sc_hd__clkbuf_8 |
| clock network | Clock sinks | 19 |
| clock network | Maximum buffer depth of the clock tree | 2 |
| routing | Vias after detailed routing | 641 |
| yosys | Sequential fraction of the synthesis area | 0.5184 |
| worst setup path | End point of the critical path | tick |
| routing | Metal3 WL | 110 um |
| global routing | Via count of the first global-routing pass | 600 |
| cells and area | Number of standard cells in the final layout excluding fillers | 194 |
| worst setup path | Category of the worst setup path capture point | primary output |
| place | Routability Congestion | 0.7975 |
| global routing | Grt ovf | 0 |
| routing | Ant diodes | 0 |
| clock network | Post_cts resized | 0 |
| yosys | Synthesized chip area reported by yosys | 917.1 um^2 |
| cells and area | Largest reg by FF count | counter |
| yosys | Synth warnings | 1 |
| floorplan | Die extent in x | 109 um |
| worst setup path | Startpoint of the worst register-to-register path | counter[0] |
| floorplan | Area of the core | 0.007727 mm^2 |
| floorplan | Chip Area | 0.01188 mm^2 |
| worst setup path | CP required | 3.76 ns |
| worst setup path | Depth of the worst register-to-register path | 5 |
| worst setup path | Crit path max fanout | 11 |
| sta | Maximum achievable frequency | 0.3191 GHz |
| clock network | Worst-path clk slew | 0.07 ns |
| floorplan | Total I/O pin count | 3 |
| power and ir drop | Pwr per Cell Area | 250.2 mW/mm^2 |
| run | Number of warning messages in the logs | 25 |
| sta | Slew at the pin with the worst max-slew slack | 0.3858 ns |
| yosys | Post-synthesis cell area | 917.1 um^2 |
| routing | Detail Route Antenna Nets | 0 |
| cells and area | Registers with the most flip-flops | counter: 19 flops |
| sta | Period Utilization, post-route | 0.6667 |
| outcome | Status | complete, no violations |
| global routing | Pin count of the biggest net entering global routing | 20 |
| routing | Routed Wire Length | 1626 um |
| cells and area | Layout cells sized above 1 | 0.1413 |
| routing | Vias per std cell | 3.304 |
| clock network | Clock tree from TritonCTS | done |
| sta | Post-route setup TNS | 0 ns |
| yosys | Flip-flop and latch count after synthesis | 19 |
| sta | Relative slew slack | 0.7404 |
| sta | Worst-case clock skew | 0.002312 ns |
| floorplan | Die span in y | 109 um |
| worst setup path | Critical path data arrival time | 2.19 ns |
[per-stage QoR]
step	setup WS, ns	utilization	hold slack (ns)	power [mW]	instance area [um^2]
2_1_floorplan	2.380	-	0.4681	0.1666	917.1
3_3_place_gp	1.875	0.1391	0.4882	0.1712	1075
3_5_place_dp	1.842	0.1391	0.4954	0.1712	1075
4_1_cts	1.544	0.1449	0.5072	0.2844	1120
5_1_grt	1.430	0.1449	0.5462	0.2915	1120
6_report	1.566	0.1449	0.5070	0.2801	1120
[synth_stat cells, drive strengths merged]
master   n  area (um^2)
or3      2        13.77
and4     1        11.26
xnor2    9        78.83
ha       1        12.51
xor2     4        35.03
dfrtp   19        475.5
o31ai    2        15.01
or4      2        18.77
nor3     1        5.000
nor2b    1        6.260
nor4     2        12.51
o21ai    2        10.01
buf      1        5.000
nand4    6        52.55
nand3b   1        7.510
nand3    5        25.02
a21oi    4        23.77
nor4b    1        8.760
nand2    9        36.29
nor2     7        26.28
and3     5        37.54
[layout make-up]
type,instances,area (um^2)
fillers,850,6608
flip-flops and latches,19,475.5
multi-input cells,65,436.7
well taps,102,127.6
clock buffers,4,45.04
repair buffers,4,35.03
[worst min-delay path by stage]
| stage | slack, ns | from | cells past startpoint | end |
|---|---|---|---|---|
| CTS | 0.51 | counter[0] | 1 | counter[0] |
| finish | 0.51 | counter[0] | 1 | counter[0] |
| global route | 0.55 | counter[4] | 1 | counter[4] |
[power breakdown]
group          internal [mW]  switching (mW)
sequential             0.163               0
clock                 0.0602          0.0522
combinational        0.00127         0.00302
total                  0.225          0.0553
[metal layers]
layer	GRT usage	vias to the layer above
met2	0.04199	5
met1	0.03967	315
li1	-	319
met4	0.002825	0
met3	0.01613	2
met5	0	-
[critical path: stages, from the launching register on]
cell                              delay, ns
sky130_fd_sc_hd__dfrtp_1               0.40
sky130_fd_sc_hd__ha_1                  0.23
sky130_fd_sc_hd__and4_4                0.28
sky130_fd_sc_hd__nand4_1               0.13
sky130_fd_sc_hd__nor3_1                0.21
sky130_fd_sc_hd__buf_4                 0.21
sky130_fd_sc_hd__clkdlybuf4s50_1       0.48
[logic make-up (layout without fill, tap and decap cells)]
kind of cell / after synthesis / after routing / synth area share
AND-OR/OR-AND: 8 / 8 / 0.05320
XOR/XNOR: 13 / 13 / 0.1241
adder cells (fa/ha/maj): 1 / 1 / 0.01364
buffers and inverters: 1 / 8 / 0.005452
flip-flops: 19 / 19 / 0.5184
AND/OR/NAND/NOR: 43 / 43 / 0.2852
Power is estimated from default activity; no workload was simulated.
