`./constraint.sdc`:
```
current_design debounce

set clk_period 1.6
set clk_io_pct 0.2

create_clock -name clk0 -period $clk_period [get_ports {clk}]

set non_clock_inputs [all_inputs -no_clocks]
set_input_delay [expr $clk_period * $clk_io_pct] -clock clk0 $non_clock_inputs
set_output_delay [expr $clk_period * $clk_io_pct] -clock clk0 [all_outputs]
```
`./run.sh`:
```
#!/bin/bash
# OpenROAD 26Q1-2900-gdf79404cd8, Yosys 0.63+post, stock flow scripts
make -C /OpenROAD-flow-scripts/flow DESIGN_CONFIG=/design/flow/config.mk WORK_HOME=/design/flow/orfs finish
```
`./design.v`:
```
`timescale 1ns / 1ns
module debounce(clk, rstb,tick,sw,db);
input clk;
input rstb;
input sw;
input tick;
output db;
reg [2:0] present;
reg [2:0] next;
assign db = present[2];
parameter [2:0]
			s00 = 3'b000,
			s01 = 3'b001,
			s02 = 3'b010,
			s03 = 3'b011,
			s10 = 3'b100,
			s11 = 3'b101,
			s12 = 3'b110,
			s13 = 3'b111;
always @ (posedge clk, negedge rstb)
if (!rstb) present <= 3'b000;
else 		  present <= next;
always @(*)
begin
next = present;
case (present)
s00: next = (sw) 			? s01:s00;
s01: next = (sw & tick) ? s02:
				(sw)			? s01:
								  s00;
s02: next = (sw & tick) ? s03:
				(sw)			? s02:
								  s00;
s03: next = (sw & tick) ? s10:
				(sw)			? s03:
								  s00;
s10: next = (!sw) 		? s11:s10;
s11: next = (!sw & tick)? s12:
			   (!sw)			? s11:
								  s10;
s12: next = (!sw & tick)? s13:
			   (!sw)			? s12:
								  s10;
s13: next = (!sw & tick)? s01:
			   (!sw)			? s13:
								  s10;
default next = s00;
endcase
end
endmodule
```
`./config.mk`:
```
export PLATFORM = sky130hd
export DESIGN_NAME = debounce
export DESIGN_NICKNAME = debounce
export VERILOG_FILES = /design/flow/design.v
export SDC_FILE = /design/flow/constraint.sdc
export NUM_CORES = 4
export LEC_CHECK = 1
export CORE_AREA = 10 10 70 70
export DIE_AREA = 0 0 80 80
```
==> qor.json <==
{
  "power_and_ir_drop": {
    "power.density_cell_area_nw_per_um2": 1470,
    "power_mw": 0.393,
    "maximum_vdd_drop_mv": 0.182,
    "leakage_power_total_nw": 0.0875
  },
  "timing": {
    "worst_rel_slew_slack_pct": 85.4,
    "grt_setup_unrepaired": "false",
    "achievable-frequency_mhz": 717,
    "final.setup.tns_ps": 0,
    "fin_crit_sh_pct": 87.2,
    "worst_clock_skew_ps": 1.49,
    "tightest_slew_ps": 217,
    "timing.final.hold_violations": 0,
    "fin_ws_ps": 205,
    "period_needed_ps": 1390,
    "timing_max_transition_violations_final": 0,
    "setup_viol": 0
  },
  "layout": {
    "final_design_area_no_fill_sq_um": 267,
    "largest_register_ffs": 3,
    "post_route_cells_drive_above_1_share_pct": 26.3,
    "final_cells": 65,
    "largest_registers": "present x3",
    "synthToLayoutAreaGrowth_pct": 86.8,
    "fill_cells": 405,
    "max_flop_register": "present"
  },
  "logic_synthesis": {
    "ys_area_sq_um": 143,
    "number_of_synthesis_warnings": 1,
    "synth_area_per_inst_sq_um": 13.0,
    "post_synth_main_area_contributors": "dfrtp_1, mux2_4, and3_4",
    "yosysTopAreaCell": "dfrtp_1",
    "post-synth-top-count-cell": "dfrtp_1",
    "synth_cell_types": 9,
    "asyncSetResetFlopFracSynth_pct": 100,
    "synth_cells": 11,
    "synth_seq_share_pct": 52.6,
    "top_cell_area_share_pct": 52.6,
    "count_of_library_flops_with_an_enable_pin": 0,
    "postSynthRegisterBits": 3,
    "synth_area_sq_um": 143,
    "ys_cells": 11,
    "yosys_most_used_dff": "dfrtp_1"
  },
  "clocking": {
    "cts-root-buf": "clkbuf_4",
    "ctsLongestPathBuffers": 2,
    "clock_sinks": 3,
    "clkTransAtPathRegs_ps": 40,
    "cts_made_buffers": 3,
    "tritoncts": "yes",
    "post_cts_sizing": 0,
    "cts.hold.buffers_added": 0,
    "insertion_delay_ps": 230,
    "cts_max_level": 1,
    "post-cts-setup-buffer-count": 0
  },
  "die": {
    "chip_area_sq_um": 6400,
    "core_region_area_sq_um": 3420,
    "floorplan.initialDensity_pct": 4.18,
    "fp.dieH_microns": 80,
    "die_x_microns": 80,
    "design.portCount": 5,
    "floorplan.rows": 21
  },
  "global_routing": {
    "grt_antenna_before_repair": 0,
    "grt_use_total_pct": 1.44,
    "grt_first_pass_wirelength_microns": 648,
    "overflow": 0,
    "grt_pass1_vias": 149,
    "grt_start_max_net_pins": 5
  },
  "setup_path": {
    "cp_data_arrival_time_ps": 1070,
    "end_kind": "output pin",
    "required_ps": 1280,
    "reg2regPathDepth": 2,
    "critical_path.endpoint": "db",
    "slowest_delay_ps": 480,
    "r2r_start": "present[0]",
    "criticalPathCategory": "flip-flop to output pin",
    "timing.critical_path.max_delay_family": "buffers and inverters",
    "worstPathMaxFanout": 3,
    "crit_chain": "clkdlybuf4s50_1",
    "crit_path_start_kind": "flip-flop",
    "crit_buf_inv": 1,
    "setup.worst_path.start": "present[2]",
    "path_depth": 1,
    "crit_slowest_cell": "clkdlybuf4s50_1",
    "r2r-end": "present[2]",
    "ff2ff_setup_slack_ps": 600
  },
  "detailed_routing": {
    "drt-wirelength-per-cell_microns": 6.12,
    "drt_wl_total_microns": 398,
    "antennaDiodeCount": 0,
    "detail-route-antenna-nets": 0,
    "firstDrtPassIters": 2,
    "remaining_drc_errors": 0,
    "routed-via-count": 113,
    "detail_route.vias_per_cell": 1.74,
    "drt_iter0_markers": 1
  },
  "placement": {
    "placement.setup.worst_slack_ps": 133,
    "gp_routability_congestion": 0.674,
    "buffers_on_ports": 4,
    "placedCellCount": 61,
    "postPlaceCellArea_sq_um": 240
  },
  "status": {
    "outcome": "finished, final reports clean"
  },
  "min_path": {
    "min-delay-path-class": "input pin to asynchronous set/reset pin"
  },
  "flow_run": {
    "stage_log_warnings": 25,
    "drv.max_cap_violation_count": 0
  }
}
## cells in the final DEF (no fill, tap or decap)
cell	synthesis	routed
clkdlybuf4s50_1	0	4
clkbuf_4	0	3
dfrtp_1	3	3
a21oi_1	1	1
and3_4	1	1
xnor2_1	1	1
nor3_1	1	1
nand2b_1	1	1
nor3b_1	1	1
a311oi_1	1	1
mux2_4	1	1
clkbuf_1	0	1
## cell type report
class	count	area (sq um)	area share, %
timing repair buffer	4	40.0	15.0
sequential	3	75.1	28.2
tap	46	57.6	21.6
clock buffer	4	26.3	9.86
multi-input combinational	8	67.6	25.4
## power by group
part / total [mW] / leakage (nW) / switching (mW) / internal [mW]
sequential: 0.149 / 0.0378 / 0.0353 / 0.114
combinational: 0.112 / 0.0347 / 0.0349 / 0.0774
clock: 0.132 / 0.0150 / 0.0383 / 0.0934
total: 0.393 / 0.0875 / 0.108 / 0.285
## through the flow
stage	hold WS (ps)	util (%)
after floorplan	24.4	-
after global placement	505	7.03
after detailed placement	521	7.03
after CTS	270	7.80
after global routing	273	7.80
final	281	7.80
## metal layers
metal	global-route usage [%]	part of all wire [%]	wire (microns)	vias to the layer above
met5	0	0	0	-
met4	0.704	0	0	0
met3	2.27	22	88	0
met2	1.44	32	128	5
met1	1.33	45	181	51
li1	-	-	-	57
## logic make-up after synthesis
logic type,Yosys count,share of synthesized area (%)
flip-flops,3,52.6
multiplexers,1,10.5
XOR/XNOR,1,6.14
AND-OR/OR-AND,2,9.65
AND/OR/NAND/NOR,4,21.1
## worst min-delay path by stage
| stage | depth (start not counted) | to | slack [ps] |
|---|---|---|---|
| finish | 1 | present[1] | 280 |
| global route | 1 | present[0] | 270 |
| CTS | 1 | present[2] | 270 |
Power figures rest on the tool's default switching activity, not on a simulated workload.
